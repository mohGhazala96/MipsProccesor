==> /design/flow/design.v <==
module InstructionMemory(instructionOut,instructionAddress);
input [31:0] instructionAddress;
output reg [31:0] instructionOut;
reg[7:0] instructionMemory[511:0];
initial
	begin
		instructionMemory[0] = 8'b001000_01;
		instructionMemory[1] = 8'b000_01000;
		instructionMemory[2] = 8'b00000000;
		instructionMemory[3] = 8'b00001000;
		instructionMemory[4] = 8'b001000_01;
		instructionMemory[5] = 8'b000_01000;
		instructionMemory[6] = 8'b00000000;
		instructionMemory[7] = 8'b00001000;
		instructionMemory[8] = 8'b001000_01;
		instructionMemory[9] = 8'b000_01000;
		instructionMemory[10] = 8'b00000000;
		instructionMemory[11] = 8'b00001000;
		instructionMemory[12] = 8'b001000_01;
		instructionMemory[13] = 8'b000_01000;
		instructionMemory[14] = 8'b00000000;
		instructionMemory[15] = 8'b00001000;
		instructionMemory[16] = 8'b001000_01;
		instructionMemory[17] = 8'b000_01000;
		instructionMemory[18] = 8'b00000000;
		instructionMemory[19] = 8'b00001000;
		instructionMemory[20] = 8'b101011_00;
		instructionMemory[21] = 8'b000_01000;
		instructionMemory[22] = 8'b00000000;
		instructionMemory[23] = 8'b00000000;
		instructionMemory[24] = 8'b001000_01;
		instructionMemory[25] = 8'b000_01000;
		instructionMemory[26] = 8'b00000000;
		instructionMemory[27] = 8'b00001000;
		instructionMemory[28] = 8'b001000_01;
		instructionMemory[29] = 8'b000_01000;
		instructionMemory[30] = 8'b00000000;
		instructionMemory[31] = 8'b00001000;
		instructionMemory[32] = 8'b001000_01;
		instructionMemory[33] = 8'b000_01000;
		instructionMemory[34] = 8'b00000000;
		instructionMemory[35] = 8'b00001000;
		instructionMemory[36] = 8'b001000_01;
		instructionMemory[37] = 8'b000_01000;
		instructionMemory[38] = 8'b00000000;
		instructionMemory[39] = 8'b00001000;
		instructionMemory[40] = 8'b001000_01;
		instructionMemory[41] = 8'b000_01000;
		instructionMemory[42] = 8'b00000000;
		instructionMemory[43] = 8'b00001000;
		instructionMemory[44] = 8'b100011_01;
		instructionMemory[45] = 8'b000_01001;
		instructionMemory[46] = 8'b00000000;
		instructionMemory[47] = 8'b00000000;
	end
always@(instructionAddress)
	begin
		instructionOut = {instructionMemory[instructionAddress],
						instructionMemory[instructionAddress + 1],
						instructionMemory[instructionAddress + 2],
						instructionMemory[instructionAddress + 3]};
	end
endmodule
==> /design/flow/run.sh <==
#!/bin/bash
# OpenROAD 26Q1-2900-gdf79404cd8, Yosys 0.63+post, stock flow scripts
make -C /OpenROAD-flow-scripts/flow DESIGN_CONFIG=/design/flow/config.mk WORK_HOME=/design/flow/orfs finish
==> /design/flow/config.mk <==
export PLATFORM = sky130hd
export DESIGN_NAME = InstructionMemory
export DESIGN_NICKNAME = InstructionMemory
export VERILOG_FILES = /design/flow/design.v
export SDC_FILE = /design/flow/constraint.sdc
export NUM_CORES = 4
export LEC_CHECK = 1
export CORE_AREA = 10 10 70 70
export DIE_AREA = 0 0 80 80
==> /design/flow/constraint.sdc <==
current_design InstructionMemory

set clk_period 2.5
set clk_io_pct 0.2

create_clock -name clk0 -period $clk_period

set non_clock_inputs [all_inputs -no_clocks]
set_input_delay [expr $clk_period * $clk_io_pct] -clock clk0 $non_clock_inputs
set_output_delay [expr $clk_period * $clk_io_pct] -clock clk0 [all_outputs]
==> job_summary.md <==
## Implementation flow summary

| Metric | Value |
|---|---|
| Run status | `finished, final reports clean` |
| Fmax | `0.4062 GHz` |
| Initial antenna violation count | `0` |
| Gr ovfl total | `0` |
| CLK BUF | `0` |
| Vias in the first global route | `1181` |
| DIE HEIGHT | `80 um` |
| Max VDD drop | `0.00007583 V` |
| Final Util | `51.39%` |
| Post-Syn Area | `1003 sq um` |
| Max Transition Viols Final | `0` |
| Hold Crit Class | `in2out` |
| # rows | `21` |
| Fin crit period | `2.462 ns` |
| PortBufs | `26` |
| Count leader, synth | `buf_4` |
| GPL Wtd Cong | `0.8903` |
| Syn_area_per_cell | `7.325 sq um` |
| Post-route ant nets | `0` |
| Dpl cells | `226` |
| Core ar. | `3416 sq um` |
| Synth area leaders | `buf_4, ha_1, xnor2_1` |
| Area leader, netlist | `buf_4` |
| Met3 WL | `299 um` |
| Yosys stat cell total | `137` |
| CP startpoint kind | `primary input` |
| Setup TNS | `0 ns` |
| Synth top cells by count | `buf_4, o21ai_0, ha_1` |
| Drt via density | `5.108` |
| Chip Area, Yosys | `1003 sq um` |
| Final Hold Violation Tally | `0` |
| Die Width | `80 um` |
| Final HPWL DP | `2449 um` |
| Met1 Wirelength | `1619 um` |
| Cell area power density | `168.1 nW/um^2` |
| Synth cell types | `48` |
| Boundary Pins | `64` |
| Final WS setup | `0.03815 ns` |
| Crit-path max FO | `4` |
| Global-route wire length before repair | `5644 um` |
| Period utilisation layout | `98.47%` |
| Seq_cells | `0` |
| Mean routed wirelength per cell | `15.13 um` |
| Critical Path RT | `2.00 ns` |
| Setup WS pre-CTS | `-0.7597 ns` |
| Met2 WL | `1711 um` |
| Initial drt markers | `133` |
| Total track usage | `10.31%` |
| Share of cells above drive strength 1 | `45.88%` |
| Largest net degree at the start of global routing | `12` |
| Cells after synthesis | `137` |
| Static Leakage | `0.8907 nW` |
| Yosys warnings | `1` |
| CP Capture Type | `output pin` |
| Critical Path AT | `1.96 ns` |
| Area share, top type | `13.47%` |
| Final wirelength | `3631 um` |
| Top sig layer | `met3` |
| Total power draw | `295.1 uW` |
| Post-synth seq share | `0%` |
| Layout Cells excl Fill | `240` |
| Diode count | `0` |
| Area Growth Syn to Fin | `74.94%` |
| Log Warnings | `65` |
| # DRC | `0` |
| Final setup violating endpoints | `0` |
| Initial DRT Pass Iterations | `4` |
| Fp util | `29.38%` |
| DR vias | `1226` |
| Crit Path Class | `in2out` |
| Chip area | `6400 sq um` |
| FF+latch area | `0 sq um` |
| Max-cap violations | `0` |
-- cells in the final DEF, fill, tap and decap left out, drive strengths merged, types with 5 or more instances in the layout --
cell	synthesis	layout
a21oi	8	8
buf	25	51
clkbuf	2	5
conb	1	12
dlygate4sd2	0	5
dlymetal6s2s	0	7
ha	10	10
inv	7	7
mux2i	5	5
nand2b	5	5
nor2	5	5
o21ai	11	11
xnor2	7	7
-- worst paths after layout --
check / startpoint / to / slack [ns] / depth (start not counted)
min: instructionAddress[5] / instructionOut[18] / 1.45 / 4
max: instructionAddress[2] / instructionOut[3] / 0.04 / 9
-- stage by stage --
stage                     cell area (sq um)  hold slack, ns
after CTS                              1673           1.583
after global placement                 1421           2.204
after global routing                   1755           1.483
after floorplan                        1046           1.184
after detailed placement               1421           2.189
final                                  1755           1.455
-- logic make-up after synthesis --
| logic type | synth area share (%) |
|---|---|
| mux | 8.354 |
| compound gates | 31.42 |
| xor+xnor | 6.110 |
| other cells | 0.3737 |
| simple gates | 19.83 |
| buf+inv | 21.45 |
| fa+ha+maj | 12.47 |
-- area by class of cell --
| type | count | area [sq um] |
|---|---|---|
| inverters | 7 | 26.28 |
| repair buffers | 73 | 640.6 |
| well taps | 46 | 57.56 |
| fillers | 293 | 1660 |
| multi-input cells | 114 | 1031 |
-- layer usage --
| metal | up-vias | track usage (%) |
|---|---|---|
| met3 | 0 | 2.386 |
| met5 | - | 0 |
| li1 | 588 | - |
| met1 | 594 | 14.02 |
| met4 | 0 | 0.5282 |
| met2 | 44 | 16.85 |
-- power breakdown --
part           switching (mW)  internal, mW
clock network               0             0
logic                   0.129         0.166
registers                   0             0
total                   0.129         0.166
-- repair_timing --
item                       CTS  global route
gates resized               76            24
setup endpoints to repair   20            17
hold buffers                 0             0
buffers inserted            10             4
pin swaps                   14             8
gates cloned                 0             1
-- worst max-delay path, stage by stage --
cell and delay (ns):
buf_6 0.10, buf_6 0.13, ha_4 0.17, buf_4 0.14
a2111oi_4 0.31, a41o_1 0.15, o221ai_1 0.10, a32o_1 0.27
clkbuf_2 0.10
Power is estimated from default activity; no workload was simulated.
