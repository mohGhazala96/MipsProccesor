## ./config.mk

```make
export PLATFORM = sky130hd
export DESIGN_NAME = ALU
export DESIGN_NICKNAME = ALU
export VERILOG_FILES = /design/flow/design.v
export SDC_FILE = /design/flow/constraint.sdc
export NUM_CORES = 4
export LEC_CHECK = 1
export CORE_UTILIZATION = 30
```

## ./run.sh

```bash
#!/bin/bash
# OpenROAD 26Q1-2900-gdf79404cd8, Yosys 0.63+post, stock flow scripts
make -C /OpenROAD-flow-scripts/flow DESIGN_CONFIG=/design/flow/config.mk WORK_HOME=/design/flow/orfs finish
```

## ./design.v

```verilog
module ALU(result, zero, in1, in2, shamt, op);
    input[31:0] in1;
    input[31:0] in2;
    input[4:0] shamt;
    input[3:0] op;
    output reg zero;
    output reg[31:0] result;
    always@(in1, in2, op)
        begin
        case(op)
            4'b0000: result <= in1 & in2;
            4'b0001: result <= in1 | in2;
            4'b0010: result <= in1 + in2;
            4'b0110: result <= in1 - in2;
            4'b0111: result <= in1 < in2 ? 1 : 0;
            4'b1000: result <= in1 << shamt;
            4'b1001: result <= in1 >> shamt;
            default: result <= 0;
        endcase
        end
    always@(result)
        zero = result == 0 ? 1 : 0;
endmodule
module ALUControl(out, func, op);
    input[5:0] func;
    input[1:0] op;
    output reg[3:0] out;
    always@(func, op)
        case(op)
            2'b00: out = 4'b0010;
            2'b01: out = 4'b0110;
            2'b10: case(func)
                       6'b100000: out = 4'b0010;
                       6'b100010: out = 4'b0110;
                       6'b100100: out = 4'b0000;
                       6'b100101: out = 4'b0001;
                       6'b101010: out = 4'b0111;
                       6'b000000: out = 4'b1000;
                       6'b000010: out = 4'b1001;
                       default: out = 4'bzzzz;
                   endcase
            default: out = 4'bzzzz;
        endcase
endmodule
```

## ./constraint.sdc

```tcl
current_design ALU

set clk_period 24.1
set clk_io_pct 0.2

create_clock -name clk0 -period $clk_period

set non_clock_inputs [all_inputs -no_clocks]
set_input_delay [expr $clk_period * $clk_io_pct] -clock clk0 $non_clock_inputs
set_output_delay [expr $clk_period * $clk_io_pct] -clock clk0 [all_outputs]
```

==> results.yml <==
# implementation run metrics
outcome:
  status: "complete, no violations"
grt:
  grt.total_usage: 0.302
  grt_max_degree: 60
  first_global_vias: 10549
  grt_use_met3: 0.0561
  grt_overflow: 0
  antenna_found_initial: 1
  use_met2: 0.459
  busiest_layer: "met2"
  grtUsageMet1: 0.448
  grt_pass1_wl_mm: 72.3
clock_network:
  cts_setup_buffers: 0
  post_cts_resized: 0
  ctsHoldBuffers: 0
detailed_routing:
  ant_nets: 0
  vias: 11528
  viasPerCell: 6.40
  drtIter0Drc: 1504
  wl_mm: 49.4
  first_pass_iters: 17
  avgRoutedWirePerCell_um: 27.4
  drc: 0
  antenna_cells: 0
floorplanning:
  dieArea_mm2: 0.0323
  rows: 64
  die-height_um: 180
  fp.dieW_um: 180
  ioPinCount: 106
  core_area_mm2: 0.0308
  initial_core_util: 0.307
pwr:
  power_uw: 259
  p_leak_nw: 4.43
  power_density_mw_per_mm2: 24.0
  ir_drop_mv: 0.00983
place:
  routabilityCongestion: 1.11
  placed_area_mm2: 0.0108
  hpwl_mm: 39.4
  port_buffers: 106
finish:
  clkbuf_count: 0
  fin_area_mm2: 0.0108
  syn2layout_area_growth_pct: 14.0
  seqCellArea_um2: 0
  final_util: 0.350
  seq_cells: 0
  drive_above_1_share: 0.0939
synthesis:
  top_cell: "nor2_1"
  synth_cell_types: 84
  yosysCellCount: 1377
  synth_top_cell_by_area: "ha_1"
  top_cell_area_share: 0.135
  syn_inst: 1377
  yosys-stat-area_mm2: 0.00948
  common_cells: "nor2_1, nand2_1, inv_1, ha_1, a21oi_1"
  synth_area_mm2: 0.00948
  synth_area_per_cell_um2: 6.88
  yosys_warnings: 3
  synthTopCellsByArea: "ha_1, mux2i_1, mux4_2"
  seq_area_frac_synth: 0
final_timing:
  whs_ns: 10.84
  tns_ns: 0
  setup_viol: 0
  tightest_slew_ns: 0.998
  grt_setup_unrepaired: "no"
  hold_viol: 0
  max_slew_margin: 0.328
  period_used_share: 0.619
  period_needed_ns: 14.92
  maxSlewViolCount: 0
  fmax_ghz: 0.0670
min_path:
  hold_class: "in -> out"
critical_path:
  crit_required_ns: 19.28
  arrival_ns: 10.10
  worstSetupPathType: "in -> out"
  start_kind: "input port"
  cp-end-kind: "primary output"
  cp_max_fo: 12
flow_run:
  maxCapViolations: 0
  warning_count: 102
==> per-stage QoR <==
step | setup WS, ns | instances
after floorplan | 11.02 | 1377
after global placement | 9.32 | 1802
after detailed placement | 9.19 | 1802
after CTS | 9.18 | 1802
after global routing | 8.82 | 1802
final | 9.18 | 1802
==> cell families (layout without fill, tap and decap cells) <==
group,after synthesis,after routing,share of synthesized area
adder cells (fa/ha/maj),104,104,0.139
buffers and inverters,216,245,0.0918
XOR/XNOR,7,7,0.00647
AND/OR/NAND/NOR,466,466,0.241
multiplexers,139,139,0.193
AND-OR/OR-AND,445,445,0.329
==> power breakdown <==
group,switching [mW],internal [mW],leakage (nW),total [mW]
registers,0,0,0,0
logic,0.159,0.0998,4.43,0.259
clock network,0,0,0,0
==> path summary, 6_finish.rpt <==
kind | start | endpoint | slack, ns | cells past startpoint
setup / recovery | in1[7] | zero | 9.18 | 14
hold / removal | shamt[3] | result[19] | 10.84 | 6
==> worst max-delay path, stage by stage <==
cell	delay (ns)
clkdlybuf4s50_1	0.76
inv_1	0.18
ha_1	0.49
and2b_1	0.28
a2111oi_1	0.06
a2111o_1	0.50
a31oi_1	0.45
a21boi_0	0.24
a221o_1	0.36
a21o_1	0.19
or4_1	0.55
or4_1	0.48
nor4_2	0.23
clkdlybuf4s50_1	0.50
==> routing by layer <==
layer | up-vias | wire length [um]
met2 | 680 | 21500
li1 | 5257 | -
met3 | 83 | 4550
met5 | - | 13
met1 | 5506 | 22000
met4 | 2 | 1320
==> layout make-up <==
| cell class | count | area, um2 |
|---|---|---|
| Fill cell | 3297 | 20000 |
| Multi-Input combinational cell | 1161 | 8630 |
| Timing Repair Buffer | 137 | 1270 |
| Tap cell | 396 | 495 |
| Inverter | 108 | 405 |
==> cell usage in the layout, fill, tap and decap left out, types with 6 or more instances in the layout <==
master,count
a211o_1,7
a211oi_1,29
a21o_1,18
a21oi_1,86
a221o_1,13
a221oi_1,15
a22oi_1,8
a311oi_1,12
a31oi_1,11
and2_1,7
and3_1,11
buf_4,32
clkdlybuf4s50_1,101
ha_1,102
inv_1,105
mux2_2,36
mux2i_1,70
mux4_2,31
nand2_1,126
nand2b_1,14
nand3_1,21
nand4_1,12
nor2_1,141
nor2b_1,20
nor3_1,35
nor3b_1,10
nor4_1,16
o2111ai_1,7
o211ai_1,30
o21a_1,10
o21ai_0,80
o21bai_1,10
o221a_2,6
o221ai_1,13
o22ai_1,15
o31a_1,7
o31ai_1,14
or3_1,13
xnor2_1,6
Power and IR drop assume default switching activity.
